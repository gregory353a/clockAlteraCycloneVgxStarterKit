**design/flow/run.sh**
```bash
#!/bin/bash
# OpenROAD 26Q1-2900-gdf79404cd8, Yosys 0.63+post, stock flow scripts
make -C /OpenROAD-flow-scripts/flow DESIGN_CONFIG=/design/flow/config.mk WORK_HOME=/design/flow/orfs finish
```
**design/flow/constraint.sdc**
```tcl
current_design my_counter

set clk_period 1.7
set clk_io_pct 0.2

create_clock -name clk0 -period $clk_period [get_ports {clock}]

set non_clock_inputs [all_inputs -no_clocks]
set_input_delay [expr $clk_period * $clk_io_pct] -clock clk0 $non_clock_inputs
set_output_delay [expr $clk_period * $clk_io_pct] -clock clk0 [all_outputs]
```
**design/flow/design.v**
```verilog
module my_counter(
	input wire clock,
	input wire reset,
	input wire enable,
	output reg [3:0] counter_out
);
	always @(posedge clock)
		begin : COUNTER
			if (reset == 1'b1) 
				counter_out <= 4'b0000;
			else if(enable == 1'b1)
				counter_out <= counter_out + 1;
		end
endmodule
```
**design/flow/config.mk**
```make
export PLATFORM = sky130hd
export DESIGN_NAME = my_counter
export DESIGN_NICKNAME = my_counter
export VERILOG_FILES = /design/flow/design.v
export SDC_FILE = /design/flow/constraint.sdc
export NUM_CORES = 4
export LEC_CHECK = 1
export CORE_AREA = 10 10 70 70
export DIE_AREA = 0 0 80 80
```
==> results.txt <==
Notes on the flow outputs.

- In this run the worst path has a maximum fanout of 4.
- The H-tree depth reads 1.
- The total stage count of the critical path is 1.
- The detailed-route wire length reads 470 um.
- The wire length of the first global-routing pass reads 834 um.
- The clock tree from TritonCTS is done.
- The tally of OpenROAD warnings reads 25.
- For this run, the number of standard cells in the final layout without fillers is 71.
- The area of the placeable core is 3420 um2.
- The chip area estimate from yosys synthesis is 179 um2.
- The proportion of synthesized chip area in sequential cells is 44.8%.
- Counting only logic cells after layout, the most numerous master is sky130_fd_sc_hd__clkdlybuf4s50_1.
- The area of the die reads 6400 um2.
- The worst path needs 1.47 ns of the cycle, external delays included.
- The library cells used most frequently in the layout, excluding fill and tap cells, are sky130_fd_sc_hd__clkdlybuf4s50_1, sky130_fd_sc_hd__dfxtp_1, sky130_fd_sc_hd__nor2_1, sky130_fd_sc_hd__clkbuf_4.
- The xor and xnor area share after synthesis reads 4.90%.
- CTS reports a maximum clock tree buffer depth of 2.
- The yosys synthesis warning count is 1.
- The number of unique standard cell types used by synthesis is 11.
- The final route contains 139 vias.
- The highest-delay cell along the critical path reads sky130_fd_sc_hd__clkdlybuf4s50_1.
- The number of DRC violations after detailed routing is 0.
- During I/O placement, the number of pins put on the boundary was 7.
- The leakage power figure is 0.000120 uW.
- The number of buffers inserted during clock tree synthesis is 3.
- The number of flip-flops under the largest register name reads 4.
- The via count of the first global-routing pass came to 161.
- The clock latency at the later pin of the worst-skew pair is 0.23 ns.
- The maximum number of pins on one net before global-route repair is 6.
- The power density over cell area is 781 nW/um2.
- The die extent in x is 80 um.
- The post-route netlist has 24.0% of its cells at a drive strength greater than 1.
- In this design, the largest share of critical-path delay is due to buffers and inverters.
- The depth of the worst hold-timing path is 2.
- The kind of end point of the critical path is an output pin.
- The post-synthesis compound-gate area fraction reads 8.39%.
- The post-route standard cell area excluding fillers is 319 um2.
- Setup repair after global routing left no endpoint under its margin.
- The largest registers in the layout are counter_out x4.
- From the final report, the count of setup violators was given as 0.
- The pin closest to its max-slew limit shows a slew of 0.251 ns.
- In this run the mean area of a mapped cell was 11.2 um2.
- The final standard cell utilization of the core is 9.34%.
- The largest stage delay on the critical path reads 0.50 ns.
- The worst setup path is launched from a flop.
- The final weighted congestion of routability-driven global placement reads 0.647.
- Per the GRT congestion report, total overflow comes to 0.
- The repair_antennas step left the layout with diodes totalling 0.
- After detailed routing, the number of vias per cell comes to 1.96.
- Yosys shows that the main logic family after synthesis is simple AND/OR/NAND/NOR gates.
- The tightest min-delay check is of the flop to flop type.
- The final layout report lists a filler cell count of 401.
- The register containing the most flip-flops in the final layout is counter_out.
- The number of cell instances on the worst register-to-register path reads 3.
- The peak supply drop reads 213 uV.
- The data required time of the critical path is 1.36 ns.
- The post-route setup TNS is 0 ns.
- The cell-mix breakdown from Yosys lists the adder-cell area share as 6.99%.
- The arrival time at the worst endpoint is 1.13 ns.
- The highest attainable clock frequency is 681 MHz.
- The number of cells in the design after placement reads 68.
- The count of instantiated cells in the yosys netlist reads 16.
- The post-route fraction of the period consumed by the critical path reads 86.3%.
- In this run the layout overhead on the synthesized area is reported as 78.3%.
- The headroom to the max-slew limit reads 83.2%.
- The script reports the combined buffer and inverter count of the critical path as 1.
- The number of buffers inserted by post-CTS setup repair is 0.
- The height of the die is 80 um.
- The simple logic cell fraction of the synthesized area reads 21.0%.
- The initial detailed-routing violation count is 12.
- The total number of clock tree sinks is 4.
- In the synthesized netlist, mux cells make up 14.0% of the area.
- The initial core utilization is 5.24%.
- After detailed placement, the total cell area comes to 297 um2.
- Per the post-synthesis report, the number of cells in the design is 16.
- Counting endpoints that fail hold in the final report gives 0.
- The post-CTS resize count is 0.
- The clock transition at the registers of the reported paths is 0.04 ns.
- The clock root buffer is sky130_fd_sc_hd__clkbuf_4.
- The global-route usage over all layers reads 1.76%.
- The combined area of all synthesized cells is 179 um2.
- The maximum clock skew at final layout reads 0.00331 ns.
- The count of nets left with antenna violations once routing finished came out at 0.
- The cell sequence reported for the critical path is clkdlybuf4s50_1.
- The quantity of I/O buffers inserted on ports is 6.
- The flow ran to the end, and the final reports show no timing, DRC or antenna violations.
- The synthesis stat section lists a flop and latch total of 4.
- In the final routed layout, each cell accounts on average for 6.62 um.
- The row count reads 21.
- The final count of pins violating max slew is 0.
- The critical path class reads flop to output pin.
- In this run, post-CTS hold repair placed 0 buffers.
- The initial antenna violation count reads 0.
- The max-capacitance violation count reads 0.
- The number of detailed-routing iterations run before antenna repair is 2.
## logic make-up after synthesis
group,after synthesis
compound gates,2
xor+xnor,1
fa+ha+maj,1
flops,4
mux,2
simple gates,6
## final cells by class
cell class	instances	area (um2)	area share (%)
repair buffers	6	60.1	18.8
flip-flops and latches	4	80.1	25.1
well taps	46	57.6	18.0
multi-input cells	12	98.8	31.0
clock buffers	3	22.5	7.06
## cell usage after synthesis
cell type / count / share of area [%]
sky130_fd_sc_hd__mux2i_1: 1 / 5.6
sky130_fd_sc_hd__nor2_1: 3 / 6.3
sky130_fd_sc_hd__nand3b_1: 1 / 4.2
sky130_fd_sc_hd__a21oi_1: 1 / 2.8
sky130_fd_sc_hd__mux2_4: 1 / 8.4
sky130_fd_sc_hd__nor2b_1: 1 / 3.5
sky130_fd_sc_hd__xnor2_1: 1 / 4.9
sky130_fd_sc_hd__nand4_2: 1 / 7.0
sky130_fd_sc_hd__ha_1: 1 / 7.0
sky130_fd_sc_hd__a21bo_2: 1 / 5.6
sky130_fd_sc_hd__dfxtp_1: 4 / 45
## per-layer routing
metal / part of all wire, % / vias up / wire (um) / GRT usage (%)
li1: - / 74 / - / -
met1: 48 / 56 / 224 / 2.19
met2: 31 / 9 / 146 / 1.85
met3: 21 / 0 / 100 / 2.16
met4: 0 / 0 / 0 / 0.176
met5: 0 / - / 0 / 0
## per-stage QoR
| stage | total power, uW | worst slack, ns | hold slack [ns] |
|---|---|---|---|
| after floorplan | 116 | 0.813 | 0.409 |
| final | 249 | 0.232 | 0.572 |
| after detailed placement | 137 | 0.195 | 0.567 |
| after CTS | 256 | 0.210 | 0.577 |
| after global placement | 137 | 0.188 | 0.553 |
| after global routing | 271 | 0.144 | 0.620 |
## worst register-to-register path, cell delays in order, from the launching register on
cell                      delay [ns]
sky130_fd_sc_hd__dfxtp_1        0.40
sky130_fd_sc_hd__ha_1           0.26
sky130_fd_sc_hd__mux2i_1        0.14
sky130_fd_sc_hd__nor2_1         0.05
## path summary, 6_finish.rpt
path                        from              to  slack, ns
hold / removal    counter_out[3]  counter_out[3]       0.57
hold reg to reg   counter_out[3]  counter_out[3]       0.57
setup reg to reg  counter_out[0]  counter_out[1]       0.74
setup / recovery  counter_out[0]  counter_out[0]       0.23
## where the power goes
part	leakage [uW]	internal, uW	switching [uW]
sequential	0.0000326	99.7	6.41
combinational	0.0000738	19.2	10.1
clock	0.0000138	78.7	35.1
total	0.000120	198	51.6
Power figures rest on the tool's default switching activity, not on a simulated workload.
